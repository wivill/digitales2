### /design/flow/config.mk
export PLATFORM = sky130hd
export DESIGN_NAME = registro
export DESIGN_NICKNAME = registro
export VERILOG_FILES = /design/flow/design.v
export SDC_FILE = /design/flow/constraint.sdc
export NUM_CORES = 4
export LEC_CHECK = 1
export CORE_AREA = 10 10 70 70
export DIE_AREA = 0 0 80 80
### /design/flow/constraint.sdc
current_design registro

set clk_period 2.4
set clk_io_pct 0.2

create_clock -name clk0 -period $clk_period [get_ports {CLK}]

set non_clock_inputs [all_inputs -no_clocks]
set_input_delay [expr $clk_period * $clk_io_pct] -clock clk0 $non_clock_inputs
set_output_delay [expr $clk_period * $clk_io_pct] -clock clk0 [all_outputs]
### /design/flow/design.v
`default_nettype none
module registro #(parameter WIDTH = 4)
(
output  reg   [WIDTH-1 : 0] Q,
output  reg                 S_OUT,
input   wire  [WIDTH-1 : 0] D,
input   wire  [1 : 0]       MODO,
input   wire                CLK, ENB, DIR, S_IN, ITER
);
always @ (posedge CLK) begin
  if (~ENB) begin
    Q <= Q;
  end else begin
    case (MODO)
      2'd0:
      begin
        if (DIR == 0) begin
          S_OUT <= Q[WIDTH - 1];
          Q <= {Q[WIDTH - 2 : 0], S_IN};
        end else begin
          S_OUT <= Q[0];
          Q <= {S_IN, Q[WIDTH - 1 : 1]};
        end
      end
      2'd1:
      begin
        if (DIR == 0) begin
          if (ITER == 0) begin
            S_OUT <= 0;
            Q[WIDTH - 1 : 0] <= {Q[WIDTH - 2 : 0], Q[WIDTH - 1]};
          end else begin
            S_OUT <= Q[WIDTH - 1];
            Q[WIDTH - 1 : 0] <= {Q[WIDTH - 2 : 0], S_IN};
          end
        end else begin
          if (ITER == 0) begin
            S_OUT <= 0;
            Q[WIDTH - 1 : 0] <= {Q[0], Q[WIDTH - 1 : 1]};
          end else begin
          end
        end
      end
      2'd2:
      begin
        Q[WIDTH - 1 : 0] <= D[WIDTH - 1 : 0];
        S_OUT <= 0;
      end
      default:
      begin
        Q[WIDTH - 1 : 0] <= D[WIDTH - 1 : 0];
        S_OUT <= 0;
      end
    endcase
  end  
end  
endmodule
### /design/flow/run.sh
#!/bin/bash
# OpenROAD 26Q1-2900-gdf79404cd8, Yosys 0.63+post, stock flow scripts
make -C /OpenROAD-flow-scripts/flow DESIGN_CONFIG=/design/flow/config.mk WORK_HOME=/design/flow/orfs finish
==> ci_impl_report.md <==
### Metrics collected by this job

| Metric | Value |
|---|---|
| PD cells | `492.0 nW/um^2` |
| Type of the worst setup path | `reg -> out` |
| Cell internal pwr | `0.2028 mW` |
| Hold Fails Final Rpt | `0` |
| Clock insertion delay at the later pin of the skew report | `0.24 ns` |
| X dimension of the die | `80 um` |
| Setup Slack @ Placement | `0.5727 ns` |
| Post-synthesis cell count | `28` |
| Headroom to the max-slew limit | `78.41%` |
| Chip height | `80 um` |
| Dpl hpwl | `841.7 um` |
| Routed vias/inst | `3.055` |
| Portion of the post-synthesis area used by sequential elements | `49.79%` |
| Register-to-Register Setup Slack | `1.09 ns` |
| Count of input and output buffers | `15` |
| Number of buffers created by CTS | `3` |
| Worst reg2reg startpoint | `Q[3]` |
| Fraction of final layout cells sized beyond drive strength 1 | `6.667%` |
| Detail Route Antenna Nets | `0` |
| Antenna violations before repair | `0` |
| Maximum number of pins on one net before global-route repair | `11` |
| Cells on Worst Hold Path | `2` |
| Total of warnings raised by yosys | `1` |
| Max-cap violation count | `0` |
| Summed standard-cell area reported by yosys | `301.5 sq um` |
| Hold bufs inserted after CTS | `0` |
| Delay of the slowest cell on the worst path | `0.50 ns` |
| Worst hold endpoint | `Q[2]` |
| Clock Skew | `0.002150 ns` |
| TritonCTS clock tree | `built` |
| Mapped Avg Cell Area | `10.77 sq um` |
| Worst setup path start | `Q[0]` |
| Seq cells post-synth | `5` |
| Chip area | `6400 sq um` |
| Crit path max fanout | `4` |
| Unique cell types | `16` |
| Initial drt markers | `11` |
| Leakage power summed over all cells | `0.1836 nW` |
| Switching power | `0.05569 mW` |
| Type of the most critical hold path | `reg -> reg` |
| Clock-pin slew on the worst setup and hold paths | `0.04 ns` |
| Count of instances resized after the clock tree is built | `0` |
| Number of buffers between clock root and the deepest sink | `2` |
| Antenna diode count | `0` |
| Global-route wire length before repair | `1559 um` |
| GRT Util Overall | `3.191%` |
| Setup violation total in the final timing report | `0` |
| Weighted congestion reported at the end of routability-driven placement | `0.7779` |
| Post-CTS Setup Repair Bufs | `0` |
| Setup repair after global routing missed its margin | `no` |
| Pre-Repair DR Iteration Count | `4` |
| PnR worst setup slack | `0.7768 ns` |
| Met2 routed wirelength | `544 um` |
| Io pins | `16` |
| Initial core utilization | `8.828%` |
| Stage-log warning count | `25` |
| Overall power after layout | `0.2585 mW` |
| Cell Chain, Critical Path | `clkdlybuf4s50_1` |
| Result of the run | `completed` |
| Area of the core region | `3416 sq um` |
| Least-Margin Pin Slew | `0.3228 ns` |
| Via count of the first global-routing pass | `307` |
| Sort of element at the end of the critical path | `output pin` |
| Proportion of power drawn by the clock network | `37.0%` |
| Arrival time at the worst endpoint | `1.14 ns` |
| Crit start category | `register` |
| Post-route clock period utilization | `67.63%` |
| Final routed wire length divided by cell count | `10.77 um` |
| Root Buffer | `clkbuf_4` |
| Crit path buffers/inverters | `1` |
| Top delay family on crit path | `buffers and inverters` |
| Sinks on the clock net | `5` |
| Routed wl met3 | `103 um` |
| Minimum hold slack | `0.7004 ns` |
| Post-layout min period | `1.623 ns` |
| Achievable Freq | `616.1 MHz` |
| Cells in synth_stat.txt | `28` |
| Sequential Power Share | `43.2%` |
| Area growth from synthesis to final layout | `74.27%` |
| Routed length on met1 | `333 um` |
| DRC Markers | `0` |
| Max Transition Viols Final | `0` |
| Maximum level of the CTS H-tree | `1` |
| Max stage delay cell, worst path | `clkdlybuf4s50_1` |
| Syn Std Cell Area | `301.5 sq um` |
| Reg2Reg Capture Point | `Q[0]` |
| Maximum vdd ir drop | `79.75 uV` |
| Top routing layer in use | `met3` |
| Combinational power share | `19.8%` |
| Post-DP Area | `499.2 sq um` |
| Setup tns final | `0 ns` |
| Vias post-DR | `278` |
| Total routed wirelength | `980 um` |
| Fraction of power spent switching nets | `21.54%` |
| Cells on worst reg2reg path | `3` |
| Critical path data required time | `1.92 ns` |
| Startpoint of the worst hold path | `Q[1]` |
| Area of all placed cells without fillers | `525.5 sq um` |
| Rows | `21` |
| Sum of overflow across all layers after global routing | `0` |
## kinds of logic after synthesis
family	synth area share, %
AOI/OAI and AO/OA	14.94
and+or+nand+nor	21.99
buffers and inverters	3.320
DFF	49.79
muxes	9.959
## layout by cell type (no fill, tap or decap)
master / count
a211oi_1: 2
a21o_1: 1
a21oi_1: 1
and2_1: 1
and3b_1: 1
clkbuf_1: 1
clkbuf_4: 3
clkdlybuf4s50_1: 15
edfxtp_1: 5
mux2i_1: 3
nand2_1: 3
nand2b_1: 1
nand3b_1: 2
nand4b_1: 1
nor2_1: 1
nor2b_1: 1
o21ai_0: 2
o31ai_1: 1
## state kept, by name (all words and copies together), names as in the netlist
signal	count
S_OUT	1
Q	4
## stage by stage
stage,util (%),std cells
after global placement,14.62,87
after detailed placement,14.62,87
after global routing,15.38,91
final,15.38,91
after floorplan,-,28
after CTS,15.38,91
## per-layer routing
| layer | vias up | global-route usage (%) |
|---|---|---|
| met4 | 0 | 0.3521 |
| met1 | 129 | 3.178 |
| met5 | - | 0 |
| met3 | 0 | 2.045 |
| li1 | 138 | - |
| met2 | 11 | 5.618 |
## cell usage after synthesis (all sizes together)
| cell type | instances | area, sq um |
|---|---|---|
| a211oi | 2 | 15.01 |
| and3b | 1 | 8.760 |
| edfxtp | 5 | 150.1 |
| nor2 | 1 | 3.750 |
| and2 | 1 | 6.260 |
| buf | 2 | 10.01 |
| nand3b | 2 | 15.01 |
| o31ai | 1 | 7.510 |
| nand4b | 1 | 8.760 |
| o21ai | 2 | 10.01 |
| a21oi | 1 | 5.000 |
| mux2i | 3 | 30.03 |
| nor2b | 1 | 6.260 |
| a21o | 1 | 7.510 |
| nand2b | 1 | 6.260 |
| nand2 | 3 | 11.26 |
## layout make-up
| type | count | area [sq um] |
|---|---|---|
| well taps | 46 | 57.56 |
| clock buffers | 4 | 26.28 |
| multi-input cells | 21 | 141.4 |
| repair buffers | 15 | 150.1 |
| flip-flops and latches | 5 | 150.1 |
| fillers | 387 | 2890 |
## worst max-delay path by stage
stage,end,slack [ns],depth (start not counted)
final,Q[0],0.78,1
after global routing,Q[0],0.72,1
after CTS,Q[0],0.76,1
## power by group through the flow
stage | combinational [mW] | sequential (mW) | clock, mW
final | 0.0512 | 0.112 | 0.0956
after global routing | 0.0567 | 0.113 | 0.103
after CTS | 0.0523 | 0.112 | 0.0978
No activity file was given, so power comes from the tool's default toggle rates.
